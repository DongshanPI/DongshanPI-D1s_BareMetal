`design/flow/design.v`:
```
`timescale 1ns / 1ps
module RegisterFile(
    input wire clk,
    input wire rst,
    input wire WE3,
    input wire [4:0] A1,
    input wire [4:0] A2,
    input wire [4:0] A3,
    input wire [31:0] WD3,
    output wire [31:0] RD1,
    output wire [31:0] RD2
    );
    reg [31:0] RegFile[31:1];
    integer i;
    always@(negedge clk or posedge rst) 
    begin 
        if(rst)                                 for(i=1;i<32;i=i+1) RegFile[i][31:0]<=32'b0;
        else if( (WE3==1'b1) && (A3!=5'b0) )    RegFile[A3]<=WD3;   
    end
    assign RD1= (A1==5'b0)?32'b0:RegFile[A1];
    assign RD2= (A2==5'b0)?32'b0:RegFile[A2];
endmodule
```
`design/flow/run.sh`:
```
#!/bin/bash
# OpenROAD 26Q1-2900-gdf79404cd8, Yosys 0.63+post, stock flow scripts
make -C /OpenROAD-flow-scripts/flow DESIGN_CONFIG=/design/flow/config.mk WORK_HOME=/design/flow/orfs finish
```
`design/flow/config.mk`:
```
export PLATFORM = sky130hd
export DESIGN_NAME = RegisterFile
export DESIGN_NICKNAME = RegisterFile
export VERILOG_FILES = /design/flow/design.v
export SDC_FILE = /design/flow/constraint.sdc
export NUM_CORES = 4
export LEC_CHECK = 1
export CORE_UTILIZATION = 30
```
`design/flow/constraint.sdc`:
```
current_design RegisterFile

set clk_period 10.7
set clk_io_pct 0.2

create_clock -name clk0 -period $clk_period [get_ports {clk}]

set non_clock_inputs [all_inputs -no_clocks]
set_input_delay [expr $clk_period * $clk_io_pct] -clock clk0 $non_clock_inputs
set_output_delay [expr $clk_period * $clk_io_pct] -clock clk0 [all_outputs]
```
==> reports/results.ini <==
[power]
switchingPower_mw = 3.194
pwr-share-seq_pct = 48.5
p_comb_share_pct = 15.4
power_density_mw_per_mm2 = 179.1
power.clock.fraction_pct = 36.1
ir_drop_mv = 0.1330
power_switching_share_pct = 29.56
leakagePower_nw = 25.38
intPower_mw = 7.611
design_power_total_mw = 10.80

[yosys]
most_common_cell = sky130_fd_sc_hd__dfrtn_1
common_cells = sky130_fd_sc_hd__dfrtn_1 (992), sky130_fd_sc_hd__mux2_2 (937), sky130_fd_sc_hd__nand3_1 (696), sky130_fd_sc_hd__a22oi_1 (348), sky130_fd_sc_hd__clkbuf_1 (241)
synth_async_sr_flop_share_pct = 100.0
yosys_warnings = 2
syn_inst = 4689
synth-cells-yosys = 4689
netlist-cell-type-count = 75
topCellsByArea = sky130_fd_sc_hd__dfrtn_1 (48%), sky130_fd_sc_hd__mux2_2 (20%), sky130_fd_sc_hd__nand3_1 (6.7%)
ys_dominant_reg_cell = sky130_fd_sc_hd__dfrtn_1
ys_chip_area_sq_mm = 0.05211
synth_top_area_share_pct = 47.64
flip_flops_with_a_built_in_enable = 0
syn-cell-area_sq_mm = 0.05211
synth_flops = 992
synth.avg_cell_area_sq_um = 11.11
yosys.area.top_type = sky130_fd_sc_hd__dfrtn_1
postSynthSeqShare_pct = 47.64

[placed_design]
place.port_buffers = 113
gp_congestion = 1.029
detailedPlacementHpwl_mm = 160.5
postPlaceCellArea_sq_mm = 0.05667

[worst_setup_path]
critPathMaxFanout = 3
path_delay_family = AND-OR/OR-AND gates
worst_path_largest_cell_delay_ns = 0.74
cells_traversed_along_the_worst_timing_path = and4_1, o21ai_0, nand4_1, a2111oi_0, a31oi_1, clkdlybuf4s50_1
critPathLaunchType = register
reg2reg_depth = 1
critPathArrivalTime_ns = 8.61
worstPathRequired_ns = 8.56
critical_path.endpoint_type = output pin
cp_num_cells = 6
critPathBufInv = 1
critical-path-slowest-cell = sky130_fd_sc_hd__a2111oi_0
worst-setup-path-type = register to output pin

[floorplanning]
die-width_um = 418.8
chipArea_sq_mm = 0.1754
fp_util_pct = 30.27
die-height_um = 418.8
core.rowCount = 152
core_area_sq_mm = 0.1721
ioPinCount = 114

[global_routing]
global_route.overflow_total = 0
initial_antenna_violation_count = 37
gr-usage-all-layers_pct = 32.79
maximum_number_of_pins_on_one_net_before_global_route_repair = 123
grt_pass1_wl_mm = 385.4
via_count_of_the_first_global_routing_pass = 46891

[cells_and_area]
max_ffs_per_register = 992
regMostFlops = RegFile
post_route_cells_drive_above_1_share_pct = 31.66
final_instance_area_sq_mm = 0.06032
area_delta_synth_final_pct = 15.76
largest_registers = RegFile: 992 flops

[final_timing]
post-route-worst-setup-slack_ns = -0.04526
final-max-slew-violation-count = 0
final-setup-viol-count = 1
worst_slew_margin_rel_pct = 19.76
hold_viol = 0
tightest_slew_ns = 1.202
grt_setup_unrepaired = false
fin_worst_skew_ns = 0

[cts]
cts_hold_repair.buffers = 0
numCtsBuffers = 107
cts_root_buffer = sky130_fd_sc_hd__clkbuf_16
htreeDepth = 3
cts_repair_resize_count = 0
clock_sink_count = 992
post_cts.repair.setup_buffers = 0
path_clk_slew_ns = 0.04
tritoncts = done
clock_tree.buffer_depth = 3
worstSkewPairLatency_ns = 0.69

[route]
drt_iter0_drc = 6329
vias_per_cell = 6.814
drt_pre_antenna_iters = 9
routed_wire_length_per_instance_um = 39.95
route.antenna.remaining_nets = 0
postRouteWirelength_mm = 282.1
post-route-drc-count = 0
routed-via-count = 48118

[worst_hold_path]
hold_depth = 1
timing.hold.worst.class = register to register

[job]
max_cap_violations = 0
warnings = 30

[run_status]
run_status = complete, but fails checks
violations = negative setup slack

[final cells by class]
type                            count  area (sq um)
Clock buffer                      153          3124
Antenna cell                       21         52.55
Timing Repair Buffer              378          3669
Inverter                           14         56.30
Clock inverter                     41         469.2
Fill cell                       16713        111800
Tap cell                         2310          2890
Sequential cell                   992         24820
Multi-Input combinational cell   3153         25230
[per-stage QoR]
stage          setup TNS, ns  instances  util (%)  hold slack [ns]  setup WS [ns]
2_1_floorplan       -9998.09       4689         -           0.4306         -10.08
3_3_place_gp               0       6847     32.93           0.4589         0.4112
3_5_place_dp               0       6847     32.93           0.4644         0.4528
4_1_cts                    0       7041     35.02           0.4643         0.1613
5_1_grt                    0       7043     35.02           0.4887        0.01675
6_report            -0.04526       7062     35.05           0.4553       -0.04526
[cell usage in the layout (no fill, tap or decap), drive strengths merged, types with 30 or more instances in the layout]
| cell | n |
|---|---|
| clkinv | 30 |
| clkdlybuf4s50 | 104 |
| a31oi | 61 |
| a22o | 32 |
| clkbuf | 153 |
| dfrtn | 992 |
| and2 | 36 |
| nor4 | 49 |
| nor3 | 32 |
| buf | 274 |
| a222oi | 46 |
| nand3 | 698 |
| nand4 | 206 |
| nand2 | 62 |
| nor2 | 41 |
| a22oi | 348 |
| a2111oi | 56 |
| and4 | 49 |
| a21oi | 81 |
| mux2 | 987 |
| and3 | 212 |
[routing by layer]
| layer | vias to the layer above | routed length (um) | GRT usage, % |
|---|---|---|---|
| met5 | - | 847 | 2.251 |
| met4 | 62 | 26980 | 23.67 |
| met3 | 1585 | 50610 | 22.48 |
| met2 | 4578 | 109600 | 42.33 |
| met1 | 23933 | 94080 | 37.94 |
| li1 | 17960 | - | - |
[final timing paths]
check                                 from         endpoint  slack [ns]
max                         RegFile[13][6]           RD2[6]       -0.05
max reg2reg                RegFile[18][14]  RegFile[18][14]        9.80
max in group asynchronous              rst  RegFile[21][23]        2.23
min in group asynchronous              rst   RegFile[14][7]        7.22
min                        RegFile[18][12]  RegFile[18][12]        0.46
min reg2reg                RegFile[18][12]  RegFile[18][12]        0.46
[logic make-up after synthesis]
| group | share of synthesized area (%) |
|---|---|
| muxes | 21.41 |
| AOI/OAI and AO/OA | 10.24 |
| DFF | 47.64 |
| and+or+nand+nor | 16.08 |
| buffers and inverters | 4.630 |
[power by group through the flow]
stage	clock network, mW	registers [mW]	logic (mW)
5_1_grt	4.04	5.30	1.74
6_report	3.90	5.23	1.67
4_1_cts	3.90	5.19	1.63
Power figures rest on the tool's default switching activity, not on a simulated workload.
