$ cat flow/run.sh
#!/bin/bash
# OpenROAD 26Q1-2900-gdf79404cd8, Yosys 0.63+post, stock flow scripts
make -C /OpenROAD-flow-scripts/flow DESIGN_CONFIG=/design/flow/config.mk WORK_HOME=/design/flow/orfs finish
$ cat flow/config.mk
export PLATFORM = sky130hd
export DESIGN_NAME = EXSegReg
export DESIGN_NICKNAME = EXSegReg
export VERILOG_FILES = /design/flow/design.v
export SDC_FILE = /design/flow/constraint.sdc
export NUM_CORES = 4
export LEC_CHECK = 1
export CORE_AREA = 10 10 309 309
export DIE_AREA = 0 0 319 319
$ cat flow/constraint.sdc
current_design EXSegReg

set clk_period 1.0
set clk_io_pct 0.2

create_clock -name clk0 -period $clk_period [get_ports {clk}]

set non_clock_inputs [all_inputs -no_clocks]
set_input_delay [expr $clk_period * $clk_io_pct] -clock clk0 $non_clock_inputs
set_output_delay [expr $clk_period * $clk_io_pct] -clock clk0 [all_outputs]
$ cat flow/design.v
`timescale 1ns / 1ps
module EXSegReg(
    input wire clk,
    input wire en,
    input wire clear,
    input wire [31:0] PCD,
    output reg [31:0] PCE, 
    input wire [31:0] JalNPC,
    output reg [31:0] BrNPC, 
    input wire [31:0] ImmD,
    output reg [31:0] ImmE,
    input wire [4:0] RdD,
    output reg [4:0] RdE,
    input wire [4:0] Rs1D,
    output reg [4:0] Rs1E,
    input wire [4:0] Rs2D,
    output reg [4:0] Rs2E,
    input wire [31:0] RegOut1D,
    output reg [31:0] RegOut1E,
    input wire [31:0] RegOut2D,
    output reg [31:0] RegOut2E,
    input wire JalrD,
    output reg JalrE,
    input wire [2:0] RegWriteD,
    output reg [2:0] RegWriteE,
    input wire MemToRegD,
    output reg MemToRegE,
    input wire [3:0] MemWriteD,
    output reg [3:0] MemWriteE,
    input wire LoadNpcD,
    output reg LoadNpcE,
    input wire [1:0] RegReadD,
    output reg [1:0] RegReadE, 
    input wire [2:0] BranchTypeD,
    output reg [2:0] BranchTypeE,
    input wire [4:0] AluContrlD,
    output reg [4:0] AluContrlE,
    input wire AluSrc1D,
    output reg AluSrc1E,
    input wire AluSrc3D,
    output reg AluSrc3E,
    input wire [1:0] AluSrc2D,
    output reg [1:0] AluSrc2E,
    input wire CSRReadD,
    output reg CSRReadE,
    input wire CSRWriteD,
    output reg CSRWriteE,
    input wire [31:0] CSROutD,
    output reg [31:0] CSROutE,
    input wire [11:0] CSRD,
    output reg [11:0] CSRE,
    input wire MemReadD,
    output reg MemReadE
    );
    initial begin
        PCE        = 32'b0; 
        BrNPC      = 32'b0; 
        ImmE       = 32'b0;
        RdE        = 32'b0;
        Rs1E       = 5'b0;
        Rs2E       = 5'b0;
        RegOut1E   = 32'b0;
        RegOut2E   = 32'b0;
        JalrE      = 1'b0;
        RegWriteE  = 1'b0;
        MemToRegE  = 1'b0;
        MemWriteE  = 1'b0;
        LoadNpcE   = 1'b0;
        RegReadE   = 2'b00;
        BranchTypeE = 3'b0;
        AluContrlE = 5'b0;
        AluSrc1E   = 1'b0; 
        AluSrc3E   = 1'b0; 
        AluSrc2E   = 2'b0; 
        CSRReadE = 0;
        CSRWriteE = 0;
        CSROutE   = 32'b0;
        CSRE = 12'b0;
        MemReadE = 1'b0;
    end
    always@(posedge clk) begin
        if(en)
            if(clear)
                begin
                PCE<=32'b0; 
                BrNPC<=32'b0; 
                ImmE<=32'b0;
                RdE<=32'b0;
                Rs1E<=5'b0;
                Rs2E<=5'b0;
                RegOut1E<=32'b0;
                RegOut2E<=32'b0;
                JalrE<=1'b0;
                RegWriteE<=1'b0;
                MemToRegE<=1'b0;
                MemWriteE<=1'b0;
                LoadNpcE<=1'b0;
                RegReadE<=2'b00;
                BranchTypeE = 3'b0;
                AluContrlE<=5'b0;
                AluSrc1E<=1'b0; 
                AluSrc3E<=1'b0; 
                AluSrc2E<=2'b0;
                CSRReadE<=0;
                CSRWriteE<=0;
                CSROutE   <= 32'b0;
                CSRE <= 12'b0;
                MemReadE = 1'b0;
            end else begin
                PCE<=PCD; 
                BrNPC<=JalNPC; 
                ImmE<=ImmD;
                RdE<=RdD;
                Rs1E<=Rs1D;
                Rs2E<=Rs2D;
                RegOut1E<=RegOut1D;
                RegOut2E<=RegOut2D;
                JalrE<=JalrD;
                RegWriteE=RegWriteD;
                MemToRegE<=MemToRegD;
                MemWriteE<=MemWriteD;
                LoadNpcE<=LoadNpcD;
                RegReadE<=RegReadD;
                BranchTypeE = BranchTypeD;
                AluContrlE<=AluContrlD;
                AluSrc1E<=AluSrc1D;
                AluSrc3E<=AluSrc3D;
                AluSrc2E<=AluSrc2D;
                CSRReadE<=CSRReadD;      
                CSRWriteE<=CSRWriteD;
                CSROutE <= CSROutD;  
                CSRE <= CSRD;
                MemReadE<=MemReadD; 
            end
        end
endmodule
==> results_dict.tcl <==
# yosys + openroad results
set metrics [dict create \
    max_cap_check_violation_count 0 \
    ys_area_um2 9060 \
    cts.htree.levels 1 \
    min_path_type "input port to flip-flop" \
    setup_ws_ns -0.557 \
    max_freq_mhz 642 \
    global_route_wire_length_before_repair_mm 51.2 \
    post-route-cell-area_um2 15700 \
    first_global_vias 6984 \
    seq_area_frac_synth_pct 81.5 \
    cts_tree "done" \
    detail_route.iter0.violations 310 \
    ant_nets 0 \
    timing.final.setup_violations 246 \
    max_stage_delay_ns 0.56 \
    yosys.cell_types.count 4 \
    area_leaders "edfxtp_1 (82%), nor2b_1 (17%), buf_2 (1.4%), clkbuf_1 (0.041%)" \
    cts.root.buffer_cell "clkbuf_16" \
    path_clk_slew_ns 0.06 \
    status "finished, violations left" \
    grt_max_degree 37 \
    placed_cells 2206 \
    numCtsBuffers 31 \
    critical_path_buf_inv_count 1 \
    final_tally_of_hold_violations 0 \
    tritoncts_num_sinks 246 \
    dpl.hpwl_mm 29.7 \
    highest_ir_drop_seen_on_vdd_v 0.00128 \
    routed_wl_mm 36.8 \
    rows 109 \
    fraction_of_layout_cells_with_a_size_suffix_above_1_pct 31.6 \
    remaining_drc_errors 0 \
    worstSetupEndpointType "output port" \
    synth_flops 246 \
    yosys_most_used_dff "edfxtp_1" \
    vias 6319 \
    post-route-period-util_pct 156 \
    worstMarginPinSlew_ns 0.593 \
    synthArstFlopShare_pct 0 \
    core_util_final_pct 17.7 \
    grt_setup_unrepaired "true" \
    netlist_area_um2 9060 \
    cp_arrival_ns 1.36 \
    final_min_period_ns 1.56 \
    areaGrowthSynthToFinish_pct 73.1 \
    timing_max_transition_violations_final 0 \
    die_ar_um2 102000 \
    fp_util_pct 10.2 \
    edf_count 246 \
    start_kind "flip-flop" \
    worstSetupPathType "flip-flop to output port" \
    globalplace.congestion 0.839 \
    placeableCoreArea_um2 88500 \
    grt_overflow_total 0 \
    failed_checks "setup timing" \
    synth_cells 519 \
    cp_top_family "flip-flops" \
    antenna_found_initial 14 \
    place_area_um2 15900 \
    timing.critical_path.required_ns 0.80 \
    timing.max_slew.rel_slack_pct 60.4 \
    clk_path_buf_depth 3 \
    vias_per_cell 2.79 \
    largest_area_cell "edfxtp_1" \
    io_pins 495 \
    tool_warnings 27 \
    postCtsSetupRepairBufs 0 \
    total_leakage_power_nw 5.65 \
    mean_area_per_synthesized_cell_um2 17.5 \
    hold_slack_ns 0.0568 \
    slowest_stage "edfxtp_1" \
    yosys_cells 519 \
    grt.total_usage_pct 7.07 \
    synthTopCellsByCount "edfxtp_1 (246), nor2b_1 (246), buf_2 (26)" \
    crit_path_max_fanout 1 \
    die_h_um 319 \
    yosys_warnings 1 \
    layout.filler_cells 9537 \
    preCtsSetupSlack_ns -0.490 \
    instances_no_fill 2265 \
    cp_cell_sequence "buf_2" \
    post_drt_wl_per_cell_um 16.2 \
    die.size.x_um 319 \
    top_cell_area_share_pct 81.5 \
    pwr_density_cell_nw_per_um2 1650 \
    port_buffers 494 \
    drt_pass1_iterations 4 \
]
==> final timing paths <==
path                           startpoint                  endpoint  slack (ns)  depth (start not counted)
setup / recovery  BrNPC[10]$_SDFFCE_PP0P_                 BrNPC[10]       -0.56                          1
hold / removal                         en  CSROutE[2]$_SDFFCE_PP0P_        0.06                          2
==> kinds of logic (layout without fill, tap and decap cells) <==
logic type             count (synthesis)  count (layout)  share of synthesized area [%]
other                                  0               3                              0
buffers and inverters                 27             605                           1.48
AND/OR/NAND/NOR                      246             246                           17.0
flip-flops                           246             246                           81.5
==> placed cells by master, fill, tap and decap left out, drive strengths merged <==
cell type,count
buf,302
clkinv,12
diode,3
clkbuf,36
bufinv,2
edfxtp,246
clkdlybuf4s50,246
clkinvlp,3
inv,3
dlygate4sd3,1
nor2b,246
==> timing repair <==
action,4_1_cts,5_1_grt
resized,825,2
hold endpoints to repair,1,0
cloned,0,0
setup endpoints to repair,246,246
hold buffers,1,0
==> report_power, final <==
part | leakage, nW | total (mW) | internal (mW) | switching [mW]
combinational | 2.82 | 2.77 | 1.79 | 0.978
clock | 0.460 | 10.6 | 6.16 | 4.45
sequential | 2.37 | 12.5 | 12.3 | 0.273
==> state kept, by name, indices dropped and copies added (netlist names), 2 cells and up <==
register,count
AluContrlE,5
AluSrc2E,2
BrNPC,32
BranchTypeE,3
CSRE,12
CSROutE,32
ImmE,32
MemWriteE,4
PCE,32
RdE,5
RegOut1E,32
RegOut2E,32
RegReadE,2
RegWriteE,3
Rs1E,5
Rs2E,5
==> metal layers <==
metal | wire [um] | vias up | track usage, %
met1 | 13100 | 2927 | 7.66
met4 | 1110 | 22 | 1.73
met2 | 16100 | 377 | 10.7
met3 | 6280 | 58 | 5.58
li1 | - | 2935 | -
met5 | 149 | - | 0
==> stage by stage <==
| stage | TNS [ns] | power [mW] |
|---|---|---|
| global route | -87.32 | 27.1 |
| detailed placement | -32.49 | 16.4 |
| global placement | -30.76 | 16.4 |
| finish | -70.68 | 25.9 |
| floorplan | 0 | 12.9 |
| CTS | -87.95 | 26.6 |
==> final cells by class <==
cell class              instances  area, um^2  area share (%)
clock buffers                  35         791            5.04
multi-input cells             246        1540            9.81
well taps                    1165        1460            9.29
clock inverters                20         168            1.07
flip-flops and latches        246        7390            47.1
diodes                          3        7.51          0.0479
repair buffers                550        4330            27.6
Power is estimated from default activity; no workload was simulated.
